==> flow/design.v <==
module packet (
    input  wire        rclk,
    input  wire        rrst_n,
    input  wire        fifo_full,
    input  wire        fifo_empty,  
    input  wire [7:0]  fifo_data,
    output reg         fifo_rd_en,
    output reg [255:0] packet_data,
    output reg         packet_valid
);
    reg [1:0]   state;
    reg [5:0]   byte_count;       
    reg [255:0] packet_reg;
    parameter IDLE = 2'b00, START = 2'b01, READ = 2'b10, DONE = 2'b11 ;
reg fifo_full_sync1, fifo_full_sync2;
always @(posedge rclk or negedge rrst_n) begin
    if (!rrst_n) begin
        fifo_full_sync1 <= 1'b0;
        fifo_full_sync2 <= 1'b0;
    end else begin
        fifo_full_sync1 <= fifo_full;
        fifo_full_sync2 <= fifo_full_sync1;
    end
end
wire fifo_full_rclk = fifo_full_sync2;
    always @(posedge rclk or negedge rrst_n) begin
    if (!rrst_n) begin
        state        <= IDLE;
        fifo_rd_en   <= 1'b0;
        packet_reg   <= 256'd0;
        packet_data  <= 256'd0;
        packet_valid <= 1'b0;
        byte_count   <= 6'd0;
    end else begin
        case (state)
        IDLE: begin
            fifo_rd_en   <= 1'b0;
            packet_valid <= 1'b0;
            byte_count   <= 6'd0;
            if (fifo_full_rclk) begin
                packet_reg <= 256'd0;
                fifo_rd_en <= 1'b1;       
                state      <= READ;
            end
        end
        READ: begin
            if (!fifo_empty) begin
                packet_reg <= {packet_reg[247:0], fifo_data};
                byte_count <= byte_count + 1'b1;
                if (byte_count == 6'd32) begin
                    fifo_rd_en <= 1'b0;
                    state      <= DONE;
                end
            end
        end
        DONE: begin
            packet_data  <= packet_reg;
            packet_valid <= 1'b1;
            state        <= IDLE;
        end
        default: state <= IDLE;
        endcase
    end
end
endmodule
==> flow/run.sh <==
#!/bin/bash
# OpenROAD 26Q1-2900-gdf79404cd8, Yosys 0.63+post, stock flow scripts
make -C /OpenROAD-flow-scripts/flow DESIGN_CONFIG=/design/flow/config.mk WORK_HOME=/design/flow/orfs finish
==> flow/config.mk <==
export PLATFORM = sky130hd
export DESIGN_NAME = packet
export DESIGN_NICKNAME = packet
export VERILOG_FILES = /design/flow/design.v
export SDC_FILE = /design/flow/constraint.sdc
export NUM_CORES = 4
export LEC_CHECK = 1
export CORE_UTILIZATION = 40
==> flow/constraint.sdc <==
current_design packet

set clk_period 19.2
set clk_io_pct 0.2

create_clock -name clk0 -period $clk_period [get_ports {rclk}]

set non_clock_inputs [all_inputs -no_clocks]
set_input_delay [expr $clk_period * $clk_io_pct] -clock clk0 $non_clock_inputs
set_output_delay [expr $clk_period * $clk_io_pct] -clock clk0 [all_outputs]
==> flow_summary.toml <==
# synthesis and place-and-route metrics
[route]
routed_wl_mm = 44.3
drtIter0Drc = 703
drc = 0
first_pass_iters = 25
dr_total_vias = 12500
viasPerCell = 4.67
post_drt_wl_per_cell_um = 16.6
antenna_cells = 0
ant_nets = 0

[global_routing]
use_met1_pct = 28.8
track_usage_pct = 17.3
gr-total-overflow = 0
grt_pass1_wl_mm = 71.4
grt_max_degree = 131
use_met2_pct = 24.6
grt_pass1_vias = 12700
grt_busiest_layer = "met1"
antenna_found_initial = 0
use_met3_pct = 3.71

[place]
routabilityCongestion = 0.805
placed_area_sq_um = 24600
dp_hpwl_mm = 27.6
portBuffers = 269

[clock_network]
clock_latency_ns = 0.59
cts_tree = "yes"
cts.sinks = 525
clockRootBuffer = "clkbuf_16"
numCtsBuffers = 56
clk_pin_slew_ns = 0.06
cts_setup_buffers = 0
cts-hold-fix-buffers = 0
h-tree-depth = 2
cts_buffer_depth = 3
cts_resized = 0

[yosys]
area_leaders = "dfrtp_1 61%, mux2_2 13%, mux2i_1 12%"
yosysCellCount = 1679
xor_share_pct = 0.123
ys_area_sq_um = 21400
adder_share_pct = 0.117
synthCells = 1679
synthTopLogicFamily = "multiplexers"
yosysUniqueCellTypes = 29
syn_avg_cell_area_sq_um = 12.8
mux_share_pct = 25.5
synth_seq_share_pct = 61.3
ys_sh_simple_pct = 5.09
synth_warnings = 1
ys_sh_aoi_pct = 0.426
ys.flops = 525
syn_area_sq_um = 21400
yosys.area.top_type = "dfrtp_1"
top_area_share_pct = 61.2

[power]
internal_power_mw = 1.72
power_frac_seq_pct = 51.0
p_leak_nw = 12.4
vdd_drop_max_mv = 0.0598
powerDensity_nw_per_um2 = 82.4
combPwrFrac_pct = 1.1
p_clk_share_pct = 47.8
p_sw_share_pct = 20.7
p_sw_mw = 0.449

[floorplanning]
floorplan.core_util_pct = 40.6
die_y_um = 233
die_w_um = 233
chipArea_sq_um = 54500
row_count = 84
io_pins = 270
core_area_sq_um = 52800

[final_timing]
finClkSkew_ns = 0.00954
rsz0062_at_grt = "no"
slew_headroom_pct = 45.7
min_period_ns = 6.54
hold_violations = 0
fin_crit_sh_pct = 34.0
worstMarginPinSlew_ns = 0.815
slew_viol_final = 0
fmax_mhz = 153
setup_tns_ns = 0
setup_violations = 0

[job]
maxCapViolCount = 0
openroad.warnings = 28

[setup_path]
cp-end-kind = "flop"
cp_max_fo = 44
start_kind = "primary input"
critical_path_required_ns = 19.71
r2r_slack_ns = 15.42
r2r_cells = 6
crit_arrival_ns = 7.05
critPathKind = "in2reg"

[final_layout]
lay_top_count = "dfrtp_1"
final_util_pct = 49.9
design_area_sq_um = 26300
final_cell_mix = "522 x dfrtp_1, 268 x clkdlybuf4s50_1, 261 x inv_1, 258 x nand2_1, 258 x mux2i_1"
drive_gt1_share_pct = 18.6
area_growth_pct = 22.9

[hold_path]
hold_depth = 0
hold_class = "reg2reg"

[run_status]
status = "complete, no violations"
## power groups by stage
| stage | logic [mW] | clock network (mW) | registers [mW] |
|---|---|---|---|
| after CTS | 0.0271 | 1.07 | 1.11 |
| after global routing | 0.0301 | 1.12 | 1.11 |
| final | 0.0249 | 1.04 | 1.11 |
## worst max-delay path: stages
cell and delay (ns):
clkdlybuf4s50_1 0.45, nand2b_1 0.27, a22oi_4 0.20, buf_4 0.64
buf_4 0.70, buf_4 0.61, mux2i_1 0.25
## cells by family (layout without fill, tap and decap cells)
logic type / after synthesis / after routing
buffers and inverters: 349 / 646
AOI/OAI and AO/OA: 11 / 11
adders and majority gates: 2 / 2
muxes: 514 / 514
and+or+nand+nor: 275 / 275
DFF: 525 / 525
xor gates and xnor gates: 3 / 3
## per-layer routing
layer	vias up	share of wire (%)
met5	-	0
met4	0	2.3
met3	74	5.1
met2	242	45
met1	6230	47
li1	5906	-
## cell usage after synthesis
| master | count |
|---|---|
| nor4_1 | 1 |
| buf_8 | 10 |
| nand2_1 | 258 |
| dfrtp_1 | 524 |
| buf_4 | 2 |
| nand2b_4 | 1 |
| a31o_2 | 1 |
| xnor2_1 | 3 |
| buf_2 | 25 |
| a21o_1 | 5 |
| ha_1 | 2 |
| mux2i_1 | 258 |
| o21ai_0 | 2 |
| nand4b_1 | 3 |
| nand3_1 | 2 |
| or4_1 | 1 |
| clkbuf_1 | 34 |
| mux2_2 | 256 |
| nor3b_1 | 4 |
| nand2b_1 | 2 |
| a22o_1 | 1 |
| buf_6 | 17 |
| a22oi_4 | 1 |
| nor2_1 | 1 |
| dfstp_2 | 1 |
| a21oi_1 | 1 |
| or2_2 | 1 |
| or3_1 | 1 |
| inv_1 | 261 |
## layout make-up
cell class	instances	area, sq um
tap	688	861
sequential	525	13100
timing repair buffer	289	2870
multi-input combinational	805	6700
clock inverter	12	93.8
inverter	261	980
clock buffer	84	1680
fill	4515	26400
## through the flow
stage	power (mW)	instances	worst slack [ns]	hold WS [ns]
after floorplan	1.13	1679	14.32	0.331
after CTS	2.20	2664	12.69	0.356
final	2.17	2664	12.66	0.354
after detailed placement	1.15	2568	12.06	0.342
after global placement	1.15	2568	12.09	0.344
after global routing	2.25	2664	12.45	0.361
## worst paths after layout
| kind | from | endpoint |
|---|---|---|
| min in group asynchronous | rrst_n | packet_reg[166] |
| hold reg to reg | fifo_full_sync1 | fifo_full_sync2 |
| max in group asynchronous | rrst_n | packet_reg[27] |
| setup reg to reg | state[1] | packet_reg[74] |
| setup / recovery | fifo_empty | packet_reg[74] |
| hold / removal | fifo_full_sync1 | fifo_full_sync2 |
Power is estimated from default activity; no workload was simulated.
