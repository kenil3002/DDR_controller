### /design/flow/run.sh
#!/bin/bash
# OpenROAD 26Q1-2900-gdf79404cd8, Yosys 0.63+post, stock flow scripts
make -C /OpenROAD-flow-scripts/flow DESIGN_CONFIG=/design/flow/config.mk WORK_HOME=/design/flow/orfs finish
### /design/flow/config.mk
export PLATFORM = sky130hd
export DESIGN_NAME = uart_fifo_packet_system
export DESIGN_NICKNAME = uart_fifo_packet_system
export VERILOG_FILES = /design/flow/design.v
export SDC_FILE = /design/flow/constraint.sdc
export NUM_CORES = 4
export LEC_CHECK = 1
export CORE_UTILIZATION = 30
### /design/flow/constraint.sdc
current_design uart_fifo_packet_system

set clk_period 7.8
set clk_io_pct 0.2

create_clock -name clk0 -period $clk_period [get_ports {i_fifo_rclk}]
create_clock -name clk1 -period $clk_period [get_ports {i_uart_clk}]

set non_clock_inputs [all_inputs -no_clocks]
set_input_delay [expr $clk_period * $clk_io_pct] -clock clk0 $non_clock_inputs
set_output_delay [expr $clk_period * $clk_io_pct] -clock clk0 [all_outputs]
### /design/flow/design.v
module UART_TX
  (
   input       i_Clock,
   input       i_Tx_DV,
   input [7:0] i_Tx_Byte, 
   output      o_Tx_Active,
   output reg  o_Tx_Serial,
   output      o_Tx_Done
   );
  parameter s_IDLE         = 3'b000;
  parameter s_TX_START_BIT = 3'b001;
  parameter s_TX_DATA_BITS = 3'b010;
  parameter s_TX_STOP_BIT  = 3'b011;
  parameter s_CLEANUP      = 3'b100;
  reg [2:0]    r_SM_Main     = 0;
  reg [14:0]    r_Clock_Count = 0;
  reg [2:0]    r_Bit_Index   = 0;
  reg [7:0]    r_Tx_Data     = 0;
  reg          r_Tx_Done     = 0;
  reg          r_Tx_Active   = 0;
  always @(posedge i_Clock)
    begin
      case (r_SM_Main)
        s_IDLE :
          begin
            o_Tx_Serial   <= 1'b1;          
            r_Tx_Done     <= 1'b0;
            r_Clock_Count <= 0;
            r_Bit_Index   <= 0;
            if (i_Tx_DV == 1'b1)
              begin
                r_Tx_Active <= 1'b1;
                r_Tx_Data   <= i_Tx_Byte;
                r_SM_Main   <= s_TX_START_BIT;
              end
            else
              r_SM_Main <= s_IDLE;
          end  
        s_TX_START_BIT :
          begin
            o_Tx_Serial <= 1'b0;
            if (r_Clock_Count < 5-1)
              begin
                r_Clock_Count <= r_Clock_Count + 1;
                r_SM_Main     <= s_TX_START_BIT;
              end
            else
              begin
                r_Clock_Count <= 0;
                r_SM_Main     <= s_TX_DATA_BITS;
              end
          end  
        s_TX_DATA_BITS :
          begin
            o_Tx_Serial <= r_Tx_Data[r_Bit_Index];
            if (r_Clock_Count < 5-1)
              begin
                r_Clock_Count <= r_Clock_Count + 1;
                r_SM_Main     <= s_TX_DATA_BITS;
              end
            else
              begin
                r_Clock_Count <= 0;
                if (r_Bit_Index < 7)
                  begin
                    r_Bit_Index <= r_Bit_Index + 1;
                    r_SM_Main   <= s_TX_DATA_BITS;
                  end
                else
                  begin
                    r_Bit_Index <= 0;
                    r_SM_Main   <= s_TX_STOP_BIT;
                  end
              end
          end  
        s_TX_STOP_BIT :
          begin
            o_Tx_Serial <= 1'b1;
            if (r_Clock_Count < 5-1)
              begin
                r_Clock_Count <= r_Clock_Count + 1;
                r_SM_Main     <= s_TX_STOP_BIT;
              end
            else
              begin
                r_Tx_Done     <= 1'b1;
                r_Clock_Count <= 0;
                r_SM_Main     <= s_CLEANUP;
                r_Tx_Active   <= 1'b0;
              end
          end  
        s_CLEANUP :
          begin
            r_Tx_Done <= 1'b1;
            r_SM_Main <= s_IDLE;
          end
        default :
          r_SM_Main <= s_IDLE;
      endcase
    end
  assign o_Tx_Active = r_Tx_Active;
  assign o_Tx_Done   = r_Tx_Done;
endmodule
module UART_RX (
   input        i_Clock,
   input        i_Rx_Serial,
   output       o_Rx_DV,
   output [7:0] o_Rx_Byte
   );
  parameter s_IDLE         = 3'b000;
  parameter s_RX_START_BIT = 3'b001;
  parameter s_RX_DATA_BITS = 3'b010;
  parameter s_RX_STOP_BIT  = 3'b011;
  parameter s_CLEANUP      = 3'b100;
  reg           r_Rx_Data_R = 1'b1;
  reg           r_Rx_Data   = 1'b1;
  reg [14:0]     r_Clock_Count = 0;
  reg [2:0]     r_Bit_Index   = 0;  
  reg [7:0]     r_Rx_Byte     = 0;
  reg           r_Rx_DV       = 0;
  reg [2:0]     r_SM_Main     = 0;
  always @(posedge i_Clock)
    begin
      r_Rx_Data_R <= i_Rx_Serial;
      r_Rx_Data   <= r_Rx_Data_R;
    end
  always @(posedge i_Clock)
    begin
      case (r_SM_Main)
        s_IDLE :
          begin
            r_Rx_DV       <= 1'b0;
            r_Clock_Count <= 0;
            r_Bit_Index   <= 0;
            if (r_Rx_Data == 1'b0)           
              r_SM_Main <= s_RX_START_BIT;
            else
              r_SM_Main <= s_IDLE;
          end
        s_RX_START_BIT :
          begin
            if (r_Clock_Count == (5-1)/2)
              begin
                if (r_Rx_Data == 1'b0)
                  begin
                    r_Clock_Count <= 0;   
                    r_SM_Main     <= s_RX_DATA_BITS;
                  end
                else
                  r_SM_Main <= s_IDLE;
              end
            else
              begin
                r_Clock_Count <= r_Clock_Count + 1;
                r_SM_Main     <= s_RX_START_BIT;
              end
          end  
        s_RX_DATA_BITS :
          begin
            if (r_Clock_Count < 5-1)
              begin
                r_Clock_Count <= r_Clock_Count + 1;
                r_SM_Main     <= s_RX_DATA_BITS;
              end
            else
              begin
                r_Clock_Count          <= 0;
                r_Rx_Byte[r_Bit_Index] <= r_Rx_Data;
                if (r_Bit_Index < 7)
                  begin
                    r_Bit_Index <= r_Bit_Index + 1;
                    r_SM_Main   <= s_RX_DATA_BITS;
                  end
                else
                  begin
                    r_Bit_Index <= 0;
                    r_SM_Main   <= s_RX_STOP_BIT;
                  end
              end
          end  
        s_RX_STOP_BIT :
          begin
            if (r_Clock_Count < 5-1)
              begin
                r_Clock_Count <= r_Clock_Count + 1;
                r_SM_Main     <= s_RX_STOP_BIT;
              end
            else
              begin
                r_Rx_DV       <= 1'b1;
                r_Clock_Count <= 0;
                r_SM_Main     <= s_CLEANUP;
              end
          end  
        s_CLEANUP :
          begin
            r_SM_Main <= s_IDLE;
            r_Rx_DV   <= 1'b0;
          end
        default :
          r_SM_Main <= s_IDLE;
      endcase
    end   
  assign o_Rx_DV   = r_Rx_DV;
  assign o_Rx_Byte = r_Rx_Byte;
endmodule  
module fifo_mem(
    input wclk, w_en, rclk, r_en,
    input [PTR_WIDTH:0] b_wptr, b_rptr,
    input [DATA_WIDTH-1:0] data_in,
    input full, empty,
    output reg [DATA_WIDTH-1:0] data_out
);
    parameter DEPTH = 32;
    parameter DATA_WIDTH = 8; 
    parameter PTR_WIDTH = 5;
    reg [DATA_WIDTH-1:0] fifo[DEPTH-1 : 0];
    always@(posedge wclk) 
        begin
            if(w_en & !full) 
                begin
                    fifo[b_wptr[PTR_WIDTH-1:0]] <= data_in;
                end
        end
    always@(posedge rclk) 
        begin
            if(r_en & !empty) 
                begin
                    data_out <= fifo[b_rptr[PTR_WIDTH-1:0]];
                end
        end
endmodule
module synchronizer(
input clk, rst_n,
input [PTR_WIDTH:0]d_in, 
output reg [PTR_WIDTH:0] d_out
);
parameter PTR_WIDTH = 5;
reg [PTR_WIDTH:0] q1;
always@(posedge clk or negedge rst_n) 
    begin
        if(!rst_n) 
            begin
                q1 <= 0;
                d_out <= 0;
            end
        else 
            begin
                q1 <= d_in;
                d_out <= q1;
            end
    end
endmodule
module wptr_handler(
    input wclk, wrst_n, w_en,
    input [PTR_WIDTH:0] g_rptr_sync,
    output reg [PTR_WIDTH:0] b_wptr, g_wptr,
    output reg full
);
    parameter PTR_WIDTH = 5;
    wire [PTR_WIDTH:0] b_wptr_next;
    wire [PTR_WIDTH:0] g_wptr_next;
    reg wrap_around;
    wire wfull;
    assign b_wptr_next = b_wptr+(w_en & !full);
    assign g_wptr_next = (b_wptr_next >>1)^b_wptr_next;
    assign wfull = (g_wptr_next == {~g_rptr_sync[PTR_WIDTH:PTR_WIDTH-1], g_rptr_sync[PTR_WIDTH-2:0]});
    always@(posedge wclk or negedge wrst_n) 
        begin
            if(!wrst_n)
                begin
                    b_wptr <= 0; 
                    g_wptr <= 0;
                end
            else 
                begin
                    b_wptr <= b_wptr_next; 
                    g_wptr <= g_wptr_next; 
                end
        end
    always@(posedge wclk or negedge wrst_n) 
        begin
            if(!wrst_n)
                begin 
                    full <= 0;
                end
            else
                begin 
                    full <= wfull;
                end
        end
endmodule
module rptr_handler(
    input rclk, rrst_n, r_en,
    input [PTR_WIDTH:0] g_wptr_sync,
    output reg [PTR_WIDTH:0] b_rptr, g_rptr,
    output reg empty
);
    parameter PTR_WIDTH = 5;
    wire [PTR_WIDTH:0] b_rptr_next;
    wire [PTR_WIDTH:0] g_rptr_next;
    wire rempty;
    assign b_rptr_next = b_rptr+(r_en & !empty);
    assign g_rptr_next = (b_rptr_next >>1)^b_rptr_next;
    assign rempty = (g_wptr_sync == g_rptr_next);
    always@(posedge rclk or negedge rrst_n) begin
        if(!rrst_n) 
            begin
                b_rptr <= 0;
                g_rptr <= 0;
            end
        else 
            begin
                b_rptr <= b_rptr_next;
                g_rptr <= g_rptr_next;
            end
    end
    always@(posedge rclk or negedge rrst_n) 
        begin
            if(!rrst_n)
                begin 
                    empty <= 1;
                end
            else
                begin    
                    empty <= rempty;
                end
        end
endmodule
module asynchronous_fifo(
    input wclk, wrst_n,
    input rclk, rrst_n,
    input w_en, r_en,
    input [DATA_WIDTH-1:0] data_in,
    output wire [DATA_WIDTH-1:0] data_out,
    output wire full, empty
);
    parameter DEPTH=32;
    parameter DATA_WIDTH=8;
   parameter PTR_WIDTH = $clog2(DEPTH);
    wire [PTR_WIDTH:0] g_wptr_sync, g_rptr_sync;
    wire [PTR_WIDTH:0] b_wptr, b_rptr;
    wire [PTR_WIDTH:0] g_wptr, g_rptr;
    wire [PTR_WIDTH-1:0] waddr, raddr;
   synchronizer  sync_wptr (rclk, rrst_n, g_wptr, g_wptr_sync); 
   synchronizer sync_rptr (wclk, wrst_n, g_rptr, g_rptr_sync);
    wptr_handler wptr_h(wclk, wrst_n, w_en,g_rptr_sync,b_wptr,g_wptr,full);
    rptr_handler rptr_h(rclk, rrst_n, r_en,g_wptr_sync,b_rptr,g_rptr,empty);
    fifo_mem fifom(wclk, w_en, rclk, r_en,b_wptr, b_rptr, data_in,full,empty, data_out);
endmodule
module uart_fifo_packet_system(
    input wire i_uart_clk,         
    input wire i_fifo_rclk,        
    input wire i_rst_n,            
    input wire i_tx_dv,            
    input wire [7:0] i_tx_byte,    
    output wire o_tx_active,       
    output wire o_tx_done,         
    output reg [255:0] o_packet,   
    output reg o_pkt_valid         
);
    wire uart_rx_serial;
    wire uart_rx_dv;
    wire [7:0] uart_rx_byte;
    wire fifo_full;
    wire fifo_empty;
    wire [7:0] fifo_data_out;
    reg fifo_ren;
    reg fifo_wen;
    reg [4:0] byte_count;          
    reg [4:0] read_count;          
    reg [255:0] packet_buffer;     
    localparam IDLE = 3'b000;
    localparam WAIT_FULL = 3'b001;
    localparam START_READ = 3'b010;
    localparam READ_FIFO = 3'b011;
    localparam CAPTURE_LAST = 3'b100;
    localparam PACKET_DONE = 3'b101;
    reg [2:0] state;
    reg fifo_was_full;             
    UART_TX uart_tx_inst (
        .i_Clock(i_uart_clk),
        .i_Tx_DV(i_tx_dv),
        .i_Tx_Byte(i_tx_byte),
        .o_Tx_Active(o_tx_active),
        .o_Tx_Serial(uart_rx_serial),   
        .o_Tx_Done(o_tx_done)
    );
    UART_RX uart_rx_inst (
        .i_Clock(i_uart_clk),
        .i_Rx_Serial(uart_rx_serial),
        .o_Rx_DV(uart_rx_dv),
        .o_Rx_Byte(uart_rx_byte)
    );
    always @(posedge i_uart_clk or negedge i_rst_n) begin
        if (!i_rst_n) begin
            fifo_wen <= 1'b0;
        end else begin
            fifo_wen <= uart_rx_dv & ~fifo_full;
        end
    end
    asynchronous_fifo #(
        .DEPTH(32),
        .DATA_WIDTH(8)
    ) async_fifo_inst (
        .wclk(i_uart_clk),
        .wrst_n(i_rst_n),
        .rclk(i_fifo_rclk),
        .rrst_n(i_rst_n),
        .w_en(fifo_wen),
        .r_en(fifo_ren),
        .data_in(uart_rx_byte),
        .data_out(fifo_data_out),
        .full(fifo_full),
        .empty(fifo_empty)
    );
    always @(posedge i_fifo_rclk or negedge i_rst_n) begin
        if (!i_rst_n) begin
            fifo_was_full <= 1'b0;
        end else begin
            fifo_was_full <= fifo_full;
        end
    end
    wire fifo_full_edge = fifo_full & ~fifo_was_full;
    always @(posedge i_fifo_rclk or negedge i_rst_n) begin
        if (!i_rst_n) begin
            state <= IDLE;
            byte_count <= 5'd0;
            read_count <= 5'd0;
            packet_buffer <= 256'd0;
            o_packet <= 256'd0;
            o_pkt_valid <= 1'b0;
            fifo_ren <= 1'b0;
        end else begin
            case (state)
                IDLE: begin
                    o_pkt_valid <= 1'b0;
                    fifo_ren <= 1'b0;
                    byte_count <= 5'd0;
                    read_count <= 5'd0;
                    if (fifo_full_edge) begin
                        state <= START_READ;
                    end
                end
                START_READ: begin
                    fifo_ren <= 1'b1;
                    read_count <= 5'd0;   
                    byte_count <= 5'd0;
                    state <= READ_FIFO;
                end
                READ_FIFO: begin
                    read_count <= read_count + 1'b1;
                    if (read_count > 5'd0) begin
                        packet_buffer[(read_count-1)*8 +: 8] <= fifo_data_out;
                        byte_count <= byte_count + 1'b1;
                    end
                    if (read_count < 5'd31) begin
                        fifo_ren <= 1'b1;
                    end else begin
                        fifo_ren <= 1'b0;
                        state <= CAPTURE_LAST;
                    end
                end
                CAPTURE_LAST: begin
                    packet_buffer[31*8 +: 8] <= fifo_data_out;
                    state <= PACKET_DONE;
                end
                PACKET_DONE: begin
                    o_packet <= packet_buffer;
                    o_pkt_valid <= 1'b1;
                    byte_count <= 5'd0;
                    read_count <= 5'd0;
                    state <= IDLE;
                end
                default: begin
                    state <= IDLE;
                end
            endcase
        end
    end
endmodule
==> reports/metrics.cfg <==
[logic_synthesis]
synth-main-ff-cell=dfrtp_1
yosysUniqueCellTypes=67
synthArstFlopShare=0.6364
syn_area_um2=35230
ys_seq_share=0.6851
xor_share=0.01460
synth_chip_area_um2=35230
synth_flops=902
synthTopCellsByArea=dfrtp_1, edfxtp_1, mux2_2
synthCells=2126
edf_count=320
ys_sh_aoi=0.01854
synth_adder_area_share=0.008524
yosys_warnings=7
ys_cells=2126
logic_family=multiplexers
mux_area_frac=0.2087
simple_gate_share=0.04887
largest_area_cell=dfrtp_1
yosysTopAreaCellShare=0.4063
syn-mean-instance-area_um2=16.57

[critical_path]
worstPathRequired_ps=8300
cpMaxStageDelayCell=nor3_2
cp-start-kind=flop
cpPeakStageDelay_ps=880
critPathCaptureType=flop
crit_chain=inv_1 > ha_1 > nor3_1 > a21oi_1 > o21ai_0 > nand3_1 > inv_1 > ha_1 > nor4b_2 > nand2_2 > nor3_1 > nand3_1 > nor3_2 > mux2_2
crit_type=flop to flop
crit_fanout=15
cp.arrival_ps=5820

[global_route]
grt_pass1_wl_um=123600
antenna_found_initial=2
grt_pass1_vias=20013
grt_max_degree=129
groute.usage.overall=0.1429
grt-ovfl-total=0

[routing]
vias=18946
avgRoutedWirePerCell_um=20.11
drt_wl_total_um=81070
drtAntennaViolNets=0
drc=0
dr.pass1.iters=5
drt-initial-drc-count=1086
diodes=0
via_per_inst=4.699

[placement]
dp.cells=3860
portBuffers=269
gp_congestion=0.8473
placed_area_um2=39780
hpwl_um=50960

[layout]
lay_top_count=dfrtp_1
syn2layout_area_growth_pct=22.43
most-common-layout-cells=dfrtp_1, mux2_2, edfxtp_1
fin_util=0.3707
layoutNonFillerInstCount=4032
logic_area_um2=10590
final_cell_area_um2=43130
n_fill_cell=10549
regArea_um2=24140
drive_above_1_share=0.3234

[job]
maxCapViolCount=0
tool_warnings=44

[hold_path]
min_path_type=flop to flop

[floorplan]
core_area_um2=116400
dieArea_um2=118800
die_h_um=344.7
die_x_um=344.7
pin_count=271
fp_util=0.3028
rows=125

[timing]
finalSetupViolations=0
tightest_slew_ps=889.7
hold_viol_final=0
slew_viol_final=0
maxSlewHeadroom=0.4047
fin_tns_setup_ps=0
fin_skew_ps=47.00
rsz0062_at_grt=false

[power_and_ir_drop]
irDropWorstVdd_uv=213.3
p_leak_uw=0.01803
power_uw=11100
powerDensity_nw_per_um2=257.4

[clock_tree]
clock_sinks=902
post_cts_buffers=0
ctsResizeCount=0
hold_buffers=0
path_clk_slew_ps=60
tritoncts=built

[outcome]
outcome=finished clean

[registers in the layout (all words and copies together), names as in the netlist, 5 cells and up]
| signal | count |
|---|---|
| async_fifo_inst.fifom.data_out | 8 |
| async_fifo_inst.fifom.fifo | 256 |
| async_fifo_inst.rptr_h.b_rptr | 6 |
| async_fifo_inst.rptr_h.g_rptr | 5 |
| async_fifo_inst.sync_rptr.d_out | 6 |
| async_fifo_inst.sync_rptr.q1 | 6 |
| async_fifo_inst.sync_wptr.d_out | 6 |
| async_fifo_inst.sync_wptr.q1 | 6 |
| async_fifo_inst.wptr_h.b_wptr | 6 |
| async_fifo_inst.wptr_h.g_wptr | 5 |
| o_packet | 256 |
| packet_buffer | 256 |
| read_count | 5 |
| state | 5 |
| uart_rx_inst.r_Clock_Count | 15 |
| uart_rx_inst.r_Rx_Byte | 8 |
| uart_tx_inst.r_Clock_Count | 15 |
| uart_tx_inst.r_Tx_Data | 8 |
[routing by layer]
metal | routed length, µm | part of all wire | vias up | track usage
met5 | 0 | 0 | - | 0
met4 | 2022 | 0.025 | 0 | 0.03134
met3 | 8398 | 0.10 | 138 | 0.06667
met2 | 37370 | 0.46 | 678 | 0.2151
met1 | 33280 | 0.41 | 9673 | 0.1947
li1 | - | - | 8457 | -
[synthesized netlist by cell type, types with 9 or more instances]
library cell	count
nand3_1	30
nor3_1	10
xnor2_1	33
nand2_1	55
o21ai_0	20
mux4_2	42
nand2b_1	9
clkbuf_1	87
o221ai_1	35
edfxtp_1	320
xor2_1	22
mux2_2	520
mux2i_1	55
inv_1	31
nor3_2	15
ha_1	24
nor2_1	87
buf_2	12
nor2b_1	14
dfrtp_1	572
nor3_4	9
[path summary, 6_finish.rpt]
kind                                                  start                                to  slack (ps)  cells past startpoint
max                                           read_count[0]                packet_buffer[227]        2470                     14
min                        async_fifo_inst.wptr_h.g_wptr[1]   async_fifo_inst.sync_wptr.q1[1]         220                      0
max reg2reg                                   read_count[0]                packet_buffer[227]        2470                     14
min reg2reg                async_fifo_inst.wptr_h.g_wptr[1]   async_fifo_inst.sync_wptr.q1[1]         220                      0
max in group asynchronous                           i_rst_n                packet_buffer[158]        4980                      3
max in group clk1               async_fifo_inst.wptr_h.full  async_fifo_inst.fifom.fifo[3][7]        5250                      3
min in group clk1                  uart_rx_inst.r_Rx_Data_R            uart_rx_inst.r_Rx_Data         330                      0
min in group asynchronous                           i_rst_n                  packet_buffer[4]         980                      1
[cells by family after synthesis]
kind of cell	Yosys count
AOI/OAI and AO/OA	87
xor gates and xnor gates	57
and+or+nand+nor	300
other	1
adders and majority gates	24
DFF	902
muxes	617
buffers and inverters	138
[critical path: cells and delay by family, from the launching register on]
family                     cells  cell delay (ps)
and+or+nand+nor                7             2880
DFF                            1              620
adders and majority gates      2              620
muxes                          1              410
AOI/OAI and AO/OA              2              380
buffers and inverters          2              250
[area by class of cell]
cell class / count / share of cell area
Tap cell: 1524 / 0.04421
Clock buffer: 122 / 0.06240
Multi-Input combinational cell: 1097 / 0.2455
Inverter: 32 / 0.002785
Sequential cell: 902 / 0.5598
Timing Repair Buffer: 305 / 0.06997
Clock inverter: 50 / 0.01535
[power by group]
group / switching, µW / internal (µW) / total, µW / leakage (µW)
registers: 196 / 5280 / 5480 / 0.0110
logic: 578 / 295 / 873 / 0.00537
clock network: 1880 / 2880 / 4750 / 0.00167
[per-stage QoR]
| stage | worst slack, ps | hold slack, ps |
|---|---|---|
| final | 2473 | 218.5 |
| after global routing | 2042 | 218.3 |
| after detailed placement | 2505 | 312.1 |
| after floorplan | 3466 | 309.6 |
| after CTS | 2424 | 189.3 |
| after global placement | 2664 | 312.4 |
Power and IR drop assume default switching activity.
